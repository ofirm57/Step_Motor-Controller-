**flow/run.sh**
```bash
#!/bin/bash
# OpenROAD 26Q1-2900-gdf79404cd8, Yosys 0.63+post, stock flow scripts
make -C /OpenROAD-flow-scripts/flow DESIGN_CONFIG=/design/flow/config.mk WORK_HOME=/design/flow/orfs finish
```
**flow/config.mk**
```make
export PLATFORM = sky130hd
export DESIGN_NAME = counter_press_controller
export DESIGN_NICKNAME = counter_press_controller
export VERILOG_FILES = /design/flow/design.v
export SDC_FILE = /design/flow/constraint.sdc
export NUM_CORES = 4
export LEC_CHECK = 1
export CORE_AREA = 10 10 83 83
export DIE_AREA = 0 0 93 93
```
**flow/constraint.sdc**
```tcl
current_design counter_press_controller

set clk_period 3.7
set clk_io_pct 0.2

create_clock -name clk0 -period $clk_period [get_ports {new_clk}]

set non_clock_inputs [all_inputs -no_clocks]
set_input_delay [expr $clk_period * $clk_io_pct] -clock clk0 $non_clock_inputs
set_output_delay [expr $clk_period * $clk_io_pct] -clock clk0 [all_outputs]
```
**flow/design.v**
```verilog
module counter_press_controller(new_clk,rst ,out_to_sm,press_after_NOR,step ); 
output wire out_to_sm; 
input wire new_clk;
input wire press_after_NOR;
input wire rst;
input wire step;
 reg[9:0] time_to_count;
reg start_count;
 reg [15:0] count;
always @(posedge new_clk or negedge rst)
begin 
if (~rst)
begin 
count = 1'b0;
start_count = 1'b0;
time_to_count = 1'b0;
end  
else if(press_after_NOR) 
 begin
start_count = 1'b1;
time_to_count = step ? 10'd49 : 10'd99 ; 
count = 1'b0;
end
else if((start_count ==1'b1) & (count == time_to_count)) 
begin
start_count = 1'b0;
count = 1'b0;
time_to_count = 1'b0;
end
else
 begin
if((count) == (time_to_count+1'b1)) begin
	count = 1'b0;
end
else
	count = (count + 1'b1);
end
end
assign out_to_sm = start_count;
endmodule 
```
==> flow_summary.json <==
{
  "syn_to_final_growth_pct": 13.3,
  "ios": 5,
  "clk_pin_slew_ns": 0.07,
  "yosysCellCount": 107,
  "cp.arrival_ns": 2.08,
  "cts.sink_count": 19,
  "grt_usage_pct": 4.74,
  "ys_seq_share_pct": 44.4,
  "p_leak_nw": 0.448,
  "tns_ns": 0,
  "setup_ws_ns": 1.73,
  "rrSetupSlack_ns": 1.73,
  "sequentialPowerShare_pct": 55.6,
  "finalPower_mw": 0.395,
  "grt-ovfl-total": 0,
  "clock_path_buffers": 2,
  "via_per_inst": 4.27,
  "p_clk_share_pct": 35.5,
  "comb_power_share_pct": 8.8,
  "ys_area_mm2": 0.00107,
  "p_int_mw": 0.305,
  "syn_area_per_cell_um2": 10.0,
  "period_used_pct": 53.3,
  "worstSetupPathType": "reg -> reg",
  "route.detailed.drc": 0,
  "status": "finished clean",
  "comb_area_um2": 539,
  "num_rows": 26,
  "fin_crit_ns": 1.97,
  "die_width_um": 93,
  "ctsHtreeMaxLevel": 1,
  "worst-slew-pin-transition_ns": 0.668,
  "diodes": 0,
  "flop_area_um2": 475,
  "port_buffers": 4,
  "layout_top_cell": "dfrtp_1",
  "cp-end-kind": "flop",
  "slew_headroom_pct": 55.3,
  "post-cts-setup-buffers": 0,
  "synth_area_mm2": 0.00107,
  "cts_tree": "done",
  "place_congestion": 0.838,
  "setup_violations": 0,
  "critical_path.top_delay_family": "simple AND/OR/NAND/NOR gates",
  "cts_root_buf": "clkbuf_8",
  "ir_drop_mv": 0.168,
  "synth_flops": 19,
  "final_max_slew_viol_count": 0,
  "wl_per_cell_um": 10.8,
  "layout_top_cells": "19 x dfrtp_1, 17 x nor3_1, 14 x xnor2_1, 7 x nand2_1",
  "max_freq_mhz": 507,
  "numCtsBuffers": 3,
  "p_sw_share_pct": 23.0,
  "grt_pass1_wl_um": 3500,
  "syn_inst": 107,
  "rsz0062_at_grt": "no",
  "cp_slowest_cell": "a211oi_4",
  "hp-class": "reg -> reg",
  "path_max_fanout": 16,
  "drive_gt1_share_pct": 8.11,
  "clock_skew_ns": 0.000582,
  "cts.repair.resized": 0,
  "yosysUniqueCellTypes": 27,
  "wirelength_um": 1960,
  "ant_nets": 0,
  "crit_buf_inv": 0,
  "cap_violations": 0,
  "fp.coreArea_mm2": 0.00514,
  "antenna_found_initial": 0,
  "vias": 773,
  "die_h_um": 93,
  "synth_warnings": 1,
  "p_switching_mw": 0.0907,
  "cp_data_required_time_ns": 3.81,
  "fillers": 570,
  "dp_slack_ns": 1.58,
  "grt_pass1_vias": 740,
  "chipArea_mm2": 0.00865,
  "power.density_mw_per_mm2": 326,
  "max_stage_delay_ns": 0.60,
  "grt_max_degree": 20,
  "initCoreUtil_pct": 20.8,
  "openroad.warnings": 25,
  "drt_iter0_markers": 23,
  "crit_path_cell_trace": "nor4_1 -> nand4_1 -> a211oi_4 -> nor3_1",
  "insertion_delay_ns": 0.25,
  "postCtsHoldBufs": 0,
  "drtPass1Iterations": 4,
  "start_kind": "flop",
  "hold_violations": 0,
  "hpwl_um": 1370
}
-- power groups by stage --
stage	logic, mW	clock network [mW]	registers (mW)
4_1_cts	0.0355	0.145	0.220
5_1_grt	0.0398	0.152	0.221
6_report	0.0349	0.140	0.220
-- cell usage after synthesis, drive strengths merged --
cell / number / area [um^2]
nand3: 5 / 25.0
nor2: 4 / 15.0
nand2: 7 / 26.3
clkbuf: 3 / 22.5
nand4: 7 / 65.1
and2: 1 / 6.26
nor3b: 1 / 7.51
o22ai: 1 / 6.26
o21ai: 2 / 10.0
xnor2: 14 / 123
inv: 5 / 18.8
nor3: 17 / 85.1
xor2: 6 / 52.6
ha: 2 / 25.0
nor4: 6 / 37.5
dfrtp: 19 / 475
a211oi: 2 / 27.5
buf: 2 / 15.0
a31o: 1 / 8.76
and4: 1 / 10.0
nand4b: 1 / 8.76
-- kinds of logic (layout without fill, tap and decap cells) --
group / count (synthesis) / after routing / share of synthesized area [%]
AND-OR/OR-AND: 6 / 6 / 4.91
XOR/XNOR: 20 / 20 / 16.4
adder cells (fa/ha/maj): 2 / 2 / 2.34
buffers and inverters: 10 / 14 / 5.26
flip-flops: 19 / 19 / 44.4
AND/OR/NAND/NOR: 50 / 50 / 26.8
-- metal layers --
metal	global-route usage, %	vias to the layer above	share of wire [%]
met3	0.969	2	2.5
met5	0	-	0
li1	-	386	-
met1	6.79	378	52
met2	7.18	7	45
met4	1.16	0	0.82
-- registers in the layout, indices dropped and copies added, names as in the netlist --
register	flops
time_to_count	3
count	16
-- worst reg2reg max path: stages, from the launching register on --
cell,delay [ns]
dfrtp_1,0.45
nor4_1,0.42
nand4_1,0.25
a211oi_4,0.60
nor3_1,0.12
-- metrics by stage --
step	instance area, um^2	std cells	util, %	hold slack, ns
6_report	1210	181	23.6	0.561
5_1_grt	1210	181	23.6	0.574
4_1_cts	1210	181	23.6	0.567
3_5_place_dp	1170	177	22.7	0.558
3_3_place_gp	1170	177	22.7	0.547
2_1_floorplan	1070	107	-	0.444
-- final cells by class --
cell class                 count  share of cell area, %
inverter                       5                   1.55
clock buffer                   4                   3.71
sequential                    19                   39.2
multi-input combinational     78                   44.4
timing repair buffer           5                   3.92
tap                           70                   7.22
-- path summary, 6_finish.rpt --
kind                       startpoint         to  cells past startpoint
min reg2reg                  count[0]   count[0]                      1
max reg2reg                 count[11]   count[6]                      4
min in group asynchronous         rst   count[5]                      2
max                         count[11]   count[6]                      4
max in group asynchronous         rst  count[12]                      2
min                          count[0]   count[0]                      1
Power is estimated from default activity; no workload was simulated.
